`/design/flow/config.mk`:
```
export PLATFORM = sky130hd
export DESIGN_NAME = stalling_unit
export DESIGN_NICKNAME = stalling_unit
export VERILOG_FILES = /design/flow/design.v
export SDC_FILE = /design/flow/constraint.sdc
export NUM_CORES = 4
export LEC_CHECK = 1
export CORE_AREA = 10 10 70 70
export DIE_AREA = 0 0 80 80
```
`/design/flow/constraint.sdc`:
```
current_design stalling_unit

set clk_period 2.5
set clk_io_pct 0.2

create_clock -name clk0 -period $clk_period

set non_clock_inputs [all_inputs -no_clocks]
set_input_delay [expr $clk_period * $clk_io_pct] -clock clk0 $non_clock_inputs
set_output_delay [expr $clk_period * $clk_io_pct] -clock clk0 [all_outputs]
```
`/design/flow/design.v`:
```
`timescale 1ns / 1ps
module stalling_unit(
input [4:0] IF_ID_Rs1,IF_ID_Rs2, ID_EX_Rd,input ID_EX_MemRead ,output reg stall
    );
always@(*) begin
if ( ((IF_ID_Rs1==ID_EX_Rd) || (IF_ID_Rs2==ID_EX_Rd) ) &&(ID_EX_MemRead && (ID_EX_Rd != 5'd0 )))
stall=1'b1;
else
stall =1'b0;
end
endmodule
```
`/design/flow/run.sh`:
```
#!/bin/bash
# OpenROAD 26Q1-2900-gdf79404cd8, Yosys 0.63+post, stock flow scripts
make -C /OpenROAD-flow-scripts/flow DESIGN_CONFIG=/design/flow/config.mk WORK_HOME=/design/flow/orfs finish
```
==> impl_metrics.json <==
{
  "worst_ep_required_time_ns": 2.00,
  "routed-wl-met2_um": 395,
  "grt_first_pass_wirelength_um": 1020,
  "slew_viol_final": 0,
  "globalplace.congestion": 0.703,
  "syn_inst": 17,
  "largest_fanout_on_the_critical_path": 3,
  "grt.total_usage_pct": 2.05,
  "antennaDiodeCount": 0,
  "top_layer": "met3",
  "detail_route.first_pass.iterations": 1,
  "drc": 0,
  "wl_met3_um": 58,
  "crit_path_start_kind": "primary input",
  "port_buffers": 17,
  "worst-endpoint-arrival_ns": 1.63,
  "die_height_um": 80,
  "floorplan.initialDensity_pct": 3.66,
  "final_util_pct": 11.1,
  "worstHoldEndpoint": "stall",
  "fp.coreArea_um2": 3420,
  "worst_slew_margin_rel_pct": 88.1,
  "grt_pass1_vias": 210,
  "worstHoldPathType": "primary input to output port",
  "actual_slew_at_the_worst_max_slew_pin_ns": 0.179,
  "maximum_number_of_pins_on_one_net_before_global_route_repair": 4,
  "grt_remaining_overflow": 0,
  "die_width_um": 80,
  "io_pins": 17,
  "flow.area_growth_from_synthesis_pct": 202,
  "synth.cell_area_um2": 125,
  "peakVddDrop_mv": 0.0103,
  "total_setup_buffers_inserted_after_cts": 0,
  "hold_viol_final": 0,
  "hold_path_startpoint": "ID_EX_Rd[0]",
  "power_leakage_nw": 0.140,
  "routedWlPerCell_um": 8.90,
  "fin_crit_sh_pct": 85.2,
  "antenna_found_initial": 0,
  "via_count": 188,
  "finalSetupViolCount": 0,
  "std_cell_rows": 21,
  "synthesis.yosys.warnings": 1,
  "worstHoldPathCells": 4,
  "vias_per_cell": 2.32,
  "synth_sequential_area_ratio_pct": 0,
  "post_synth.cell_area_avg_um2": 7.36,
  "max-cap-violations": 0,
  "totalWireLength_um": 721,
  "largest_area_cell": "xor2_1",
  "final_area_um2": 378,
  "ys_top_cells_by_area": "xor2_1 42%, xnor2_1 28%, nand3_1 8.0%",
  "register_area_um2": 0,
  "log.warning_count": 32,
  "postRouteAntennaNets": 0,
  "nFillCells": 393,
  "worst_setup_path_end_kind": "output port",
  "ys_top_cells_by_count": "6 x xor2_1, 4 x xnor2_1, 2 x nand3_1, 2 x nor3_1",
  "timing.fmax_mhz": 470,
  "seq_cell_count": 0,
  "rsz0062_at_grt": "no",
  "chip_area_yosys_um2": 125,
  "yosys-stat-cells": 17,
  "drt-met1-wl_um": 268,
  "crit_path_class": "primary input to output port",
  "placed_area_um2": 360,
  "synth_top_cell_by_count": "xor2_1",
  "post-synth-top-area-fraction_pct": 42.0,
  "share_of_post_route_cells_with_drive_strength_above_1_pct": 17.1,
  "nClkBuffers": 0,
  "cellPowerDensity_nw_per_um2": 130,
  "yosysUniqueCellTypes": 7,
  "drt-initial-drc-count": 0,
  "outcome": "finished, final reports clean",
  "timing.final.crit_period_ns": 2.13,
  "fp.dieArea_um2": 6400
}
-- power breakdown --
part	internal, mW	switching (mW)	total, mW	leakage [nW]
Clock	0	0	0	0
Combinational	0.0317	0.0173	0.0491	0.140
Sequential	0	0	0	0
Total	0.0317	0.0173	0.0491	0.140
-- kinds of logic after synthesis --
| kind of cell | synth area share (%) |
|---|---|
| xor gates and xnor gates | 70.0 |
| AOI/OAI and AO/OA | 7.99 |
| and+or+nand+nor | 22.0 |
-- area by class of cell --
class,instances,area [um2],share of cell area (%)
timing repair buffer,18,174,46.0
tap,46,57.6,15.2
multi-input combinational,17,146,38.7
-- metal layers --
metal | GRT usage [%] | vias up
met1 | 2.44 | 84
met4 | 0 | 0
li1 | - | 96
met2 | 3.93 | 8
met3 | 0.341 | 0
met5 | 0 | -
-- timing repair --
item	in CTS	in global routing
hold buffers	0	0
resized	9	2
pin swaps	3	4
setup endpoints to repair	1	1
-- worst max-delay path, stage by stage --
cell and delay, ns:
dlygate4sd2_1 0.27, or4_4 0.54, o21ai_2 0.15, a21oi_2 0.04, dlymetal6s2s_1 0.12
-- layout by cell type (no fill, tap or decap), drive strengths merged --
master / instances
dlymetal6s2s: 1
dlygate4sd2: 5
xnor2: 4
xor2: 6
o21ai: 1
buf: 1
clkdlybuf4s50: 11
a21oi: 1
or4: 1
nor3: 2
nand3: 2
-- how the worst max path moves through the flow --
stage,cells past startpoint,start,slack (ns),to
finish,5,ID_EX_Rd[2],0.37,stall
global route,6,IF_ID_Rs1[0],0.28,stall
CTS,6,IF_ID_Rs1[1],0.003,stall
-- stage by stage --
stage               worst slack (ns)  total power [mW]  cells  TNS, ns  hold slack, ns
detailed placement            -0.129            0.0484     81   -0.129            1.92
floorplan                      0.852            0.0144     17        0            1.07
global route                   0.275            0.0532     81        0            1.62
CTS                          0.00262            0.0487     81        0            1.86
finish                         0.371            0.0491     81        0            1.55
global placement             -0.0877            0.0479     81  -0.0877            1.93
Power and IR drop assume default switching activity.

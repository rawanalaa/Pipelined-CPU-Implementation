**flow/design.v**
```verilog
`timescale 1ns / 1ps
module MUX2to1_clk(input A, input B, input load, input clk, output reg Q);
always @(posedge clk)
begin
Q=(load==1'b1)? A:B;
end
endmodule
`timescale 1ns / 1ps
module nbit2by1mux_clk#(parameter n=32)(input [n-1:0] A, input [n-1:0] B, input clk, input load, output [n-1:0] Q);
 genvar i;
generate 
for(i=0 ; i<n ;i=i+1) begin:f1
MUX2to1_clk mux(A[i],B[i],load,clk,Q[i]);
end
endgenerate 
endmodule
```
**flow/run.sh**
```bash
#!/bin/bash
# OpenROAD 26Q1-2900-gdf79404cd8, Yosys 0.63+post, stock flow scripts
make -C /OpenROAD-flow-scripts/flow DESIGN_CONFIG=/design/flow/config.mk WORK_HOME=/design/flow/orfs finish
```
**flow/config.mk**
```make
export PLATFORM = sky130hd
export DESIGN_NAME = nbit2by1mux_clk
export DESIGN_NICKNAME = nbit2by1mux_clk
export VERILOG_FILES = /design/flow/design.v
export SDC_FILE = /design/flow/constraint.sdc
export NUM_CORES = 4
export LEC_CHECK = 1
export CORE_AREA = 10 10 88 88
export DIE_AREA = 0 0 98 98
```
**flow/constraint.sdc**
```tcl
current_design nbit2by1mux_clk

set clk_period 1.0
set clk_io_pct 0.2

create_clock -name clk0 -period $clk_period [get_ports {clk}]

set non_clock_inputs [all_inputs -no_clocks]
set_input_delay [expr $clk_period * $clk_io_pct] -clock clk0 $non_clock_inputs
set_output_delay [expr $clk_period * $clk_io_pct] -clock clk0 [all_outputs]
```
==> out/results.ini <==
[setup_path]
timing.critical_path.max_delay_family=flip-flops
timing_worst_setup_path_type=reg2out
critical_path_required_ps=800
end_kind=output pin
worstSetupStartpointType=flip-flop
cp.arrival_ps=770
critical_path.max_stage_delay_ps=310
critical_path.max_fanout=1
cp_slowest_cell=sky130_fd_sc_hd__dfxtp_1
critical_path.n_buffers_inverters=1
crit_chain=clkdlybuf4s15_1

[synthesis]
yosys_reg_bits=32
syn-instance-count=100
post_synth_area_from_yosys_stat_um2=1430
synth.yosys.seq_area_share_pct=45.0
ys.warnings.count=1
synth_area_um2=1430
average_size_of_a_mapped_cell_um2=14.3
yosys.cell_types.count=6
synth.yosys.num_cells=100

[cells_and_area]
multiInputGateArea_um2=473
sequential_cell_area_um2=659
final_core_util_pct=38.2
flip_flop_count_of_the_largest_register_after_layout=32
post_route_cells_drive_above_1_share_pct=39.8
syn_to_final_growth_pct=58.7
fillCellCount=586
final_cells=246

[min_path]
hold-path-endpoint=f1[2].mux.Q
hp-class=in2reg
min_delay_path_depth=3
launch_instance_of_the_worst_min_delay_path=load

[job]
cap_viol_max_count=0
tool_warnings=25

[floorplan]
number_of_top_level_pins=98
fp.dieArea_um2=9600
die.size.y_um=98
core_util_floorplan_pct=24.1
std_cell_rows=28
core_area_um2=5920
fp.dieW_um=98

[final_timing]
final-setup-viol-count=0
grt_setup_unrepaired=false
timing_hold_violations_final=0
fmax_ghz=1.03
report.final.slew_viol_count=0
ratio_of_final_minimum_period_to_clock_period_pct=96.9
setup_total_negative_slack_ps=0
tightestPinTransition_ps=139
layout_setup_ws_ps=30.9
timing.slew.headroom_pct=90.7
fin_worst_hold_slack_ps=426
fin_crit_ps=969

[drt]
dr.first_iter.drc_count=10
dr_total_vias=860
avgRoutedWirePerCell_um=14.7
first_pass_iters=3
n_antenna_cell=0
final_antenna_net_count=0
postRouteWirelength_um=3610
vias_per_cell=3.50
drc=0

[pwr]
internal_power_mw=2.42
p_seq_share_pct=47.1
irDropWorstVdd_uv=593
switching_share_pct=19.2
power_switching_mw=0.576
p_per_area_nw_per_um2=1330
clkPwrFrac_pct=33.4
static-leakage-power_nw=0.983
combinationalPowerShare_pct=19.5

[clocking]
number_of_buffers_created_by_cts=5
postCtsSetupBuffers=0
cts_tree=yes
root_buffer=sky130_fd_sc_hd__clkbuf_8
cts.sinks=32
clock_path_buffers=2
clock_tree.htree_level_count=2
cts.reportedPaths.clkPinSlew_ps=60

[global_route]
grt_first_pass_wirelength_um=5530
vias_in_the_first_global_route=951
grt_antenna_before_repair=0
grt_overflow=0
grt_start_max_net_pins=18
track_usage_pct=7.18

[placement]
post-place-ws_ps=-49.9
detailedPlacementHpwl_um=3120
place.gp.congestion=0.709
place.port_buffers=97
dpl.cell_count=238

[status]
run_status=finished clean

==> placed cells by master (no fill, tap or decap), drive strengths merged <==
cell / instances
mux2: 32
clkbuf: 18
clkdlybuf4s50: 64
dfxtp: 32
buf: 5
clkdlybuf4s15: 20
==> routing by layer <==
| layer | part of all wire [%] | vias up | GRT usage, % |
|---|---|---|---|
| met4 | 2.1 | 0 | 1.34 |
| li1 | - | 435 | - |
| met5 | 0 | - | 0 |
| met3 | 11 | 8 | 3.56 |
| met1 | 39 | 363 | 8.34 |
| met2 | 48 | 54 | 11.8 |
==> synthesized netlist by cell type (all sizes together) <==
library cell | n | share of area [%]
dfxtp | 32 | 45
mux2 | 32 | 33
buf | 36 | 22
==> what timing repair did <==
item	CTS	global route
pin swaps	0	0
resized	70	22
hold buffers	0	0
setup endpoints to repair	32	16
endpoints found under the hold margin	0	0
==> layout make-up <==
cell class | count | area share (%)
Timing Repair Buffer | 99 | 41.8
Sequential cell | 32 | 29.1
Multi-Input combinational cell | 32 | 20.9
Tap cell | 75 | 4.15
Clock buffer | 8 | 3.98
==> kinds of logic (layout without fill, tap and decap cells) <==
| family | after synthesis | after routing | share of synthesized area [%] |
|---|---|---|---|
| buffers and inverters | 36 | 107 | 21.9 |
| flip-flops | 32 | 32 | 45.0 |
| multiplexers | 32 | 32 | 33.2 |
==> worst max-delay path by stage <==
stage	from	to	cells after the start
4_1_cts	f1[6].mux.Q	Q[6]	1
5_1_grt	f1[2].mux.Q	Q[2]	1
6_report	f1[7].mux.Q	Q[7]	1
==> power by group through the flow <==
| stage | Clock [mW] | Combinational [mW] | Sequential (mW) |
|---|---|---|---|
| finish | 1.00 | 0.585 | 1.41 |
| global route | 1.11 | 0.627 | 1.42 |
| CTS | 1.05 | 0.615 | 1.41 |
==> stage by stage <==
stage / cell area, µm² / total power [mW]
floorplan: 1430 / 1.76
global placement: 2210 / 2.09
detailed placement: 2210 / 2.10
CTS: 2300 / 3.08
global route: 2260 / 3.16
finish: 2260 / 3.00
Power figures rest on the tool's default switching activity, not on a simulated workload.
